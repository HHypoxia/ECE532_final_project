File: flow/config.mk
export PLATFORM = sky130hd
export DESIGN_NAME = ps2_top
export DESIGN_NICKNAME = ps2_top
export VERILOG_FILES = /design/flow/design.v
export SDC_FILE = /design/flow/constraint.sdc
export NUM_CORES = 4
export LEC_CHECK = 1
export CORE_UTILIZATION = 40
File: flow/constraint.sdc
current_design ps2_top

set clk_period 3.5
set clk_io_pct 0.2

create_clock -name clk0 -period $clk_period [get_ports {i_CLK100MHZ}]

set non_clock_inputs [all_inputs -no_clocks]
set_input_delay [expr $clk_period * $clk_io_pct] -clock clk0 $non_clock_inputs
set_output_delay [expr $clk_period * $clk_io_pct] -clock clk0 [all_outputs]
File: flow/design.v
`timescale 1ns / 1ps
module PS2_interface(
    input           i_clk,
    input           i_ps2_clk,
    input           i_ps2_data,
    output [31:0]   o_scancode
    );
    wire w_ps2_clkf, w_ps2_dataf;
    reg [7:0]   r_datacur;
    reg [7:0]   r_dataprev;
    reg [3:0]   r_cnt;
    reg [31:0]  r_scancode;
    reg         r_flag;
    initial begin
        r_scancode[31:0] <= 32'h00000000;
        r_cnt <= 4'b0000;
        r_flag <= 1'b0;
    end
    debouncer u_debouncer(
        .CLK(i_clk),
        .I0(i_ps2_clk),
        .I1(i_ps2_data),
        .O0(w_ps2_clkf),
        .O1(w_ps2_dataf)
    );
    always @ (negedge(w_ps2_clkf)) begin
        case(r_cnt)
        4'd0:;   
        4'd1:r_datacur[0] <= w_ps2_dataf;
        4'd2:r_datacur[1] <= w_ps2_dataf;
        4'd3:r_datacur[2] <= w_ps2_dataf;
        4'd4:r_datacur[3] <= w_ps2_dataf;
        4'd5:r_datacur[4] <= w_ps2_dataf;
        4'd6:r_datacur[5] <= w_ps2_dataf;
        4'd7:r_datacur[6] <= w_ps2_dataf;
        4'd8:r_datacur[7] <= w_ps2_dataf;
        4'd9:r_flag <= 1'b1;     
        4'd10:r_flag <= 1'b0;    
        endcase
        if (r_cnt <= 4'd9)
            r_cnt <= r_cnt + 4'd1;
        else if (r_cnt == 4'd10)
            r_cnt <= 4'b0000;
    end
    always @ (posedge r_flag) begin
        if (r_dataprev != r_datacur) begin
            r_scancode[31:24] <= r_scancode[23:16];
            r_scancode[23:16] <= r_scancode[15:8];
            r_scancode[15:8]  <= r_dataprev;
            r_scancode[7:0]   <= r_datacur;
            r_dataprev        <= r_datacur;
        end
    end
    assign o_scancode = r_scancode;
endmodule
`timescale 1ns / 1ps
module PS2_decoder(
    input               i_clk,
    input [31:0]        i_scancode,
    output [2:0]        o_mode
    );
    reg [19:0]  r_clkdiv;
    reg [7:0]   r_key;
    reg [2:0]   r_mode;
    assign o_mode = r_mode;
    always @ (posedge i_clk) begin
        if (r_clkdiv == 20'hFFFFF) begin
            r_clkdiv <= 20'h00000;
            case (r_key)
                8'h16:r_mode <= 3'b000;      
                8'h1E:r_mode <= 3'b001;      
                8'h26:r_mode <= 3'b010;      
                8'h25:r_mode <= 3'b011;      
                8'h2E:r_mode <= 3'b100;      
                default:r_mode <= r_mode;
            endcase
        end
        else begin
            r_clkdiv <= r_clkdiv + 20'd1;
        end
        r_key <= i_scancode[7:0];
    end
endmodule
`timescale 1ns / 1ps
module debouncer(
    input CLK,
    input I0,
    input I1,
    output reg O0,
    output reg O1
    );
    reg [4:0] cnt0, cnt1;
    reg Iv0 = 1'b0, Iv1 = 1'b0;
    always @ (posedge(CLK))begin
        if (I0 == Iv0) begin
            if (cnt0 == 5'd19)
                O0 <= I0;
            else
                cnt0 <= cnt0 + 5'd1;
        end
        else begin
            cnt0 <= 5'b00000;
            Iv0 <= I0;
        end
        if (I1 == Iv1)begin
            if (cnt1 == 5'd19)
                O1 <= I1;
            else
                cnt1 <= cnt1 + 5'd1;
        end
        else begin
            cnt1 <= 5'b00000;
            Iv1 <= I1;
        end
    end
endmodule
`timescale 1ns / 1ps
module ps2_top(
    input           i_CLK100MHZ,
    input           i_PS2_CLK,
    input           i_PS2_DATA,
    output [4:0]    o_LED,
    output [2:0]    o_mode
    );
    reg r_CLK50MHZ = 0;    
    wire [31:0] w_scancode;
    wire [2:0]  w_mode;
    reg [4:0]   r_led;
    assign o_LED = r_led;
    assign o_mode = w_mode;
    always @ (posedge(i_CLK100MHZ)) begin
        r_CLK50MHZ <= ~r_CLK50MHZ;
    end
    PS2_interface u_PS2_interface (
        .i_clk(r_CLK50MHZ),
        .i_ps2_clk(i_PS2_CLK),
        .i_ps2_data(i_PS2_DATA),
        .o_scancode(w_scancode[31:0])
    );
    PS2_decoder u_PS2_decoder (
        .i_clk(i_CLK100MHZ),
        .i_scancode(w_scancode),
        .o_mode(w_mode)
    );
    always @ (posedge i_CLK100MHZ) begin
        case (w_mode)
            3'd0:r_led <= 5'b00001;      
            3'd1:r_led <= 5'b00010;      
            3'd2:r_led <= 5'b00100;      
            3'd3:r_led <= 5'b01000;      
            3'd4:r_led <= 5'b10000;      
            default:r_led <= 5'b11111;   
        endcase
    end
endmodule
File: flow/run.sh
#!/bin/bash
# OpenROAD 26Q1-2900-gdf79404cd8, Yosys 0.63+post, stock flow scripts
make -C /OpenROAD-flow-scripts/flow DESIGN_CONFIG=/design/flow/config.mk WORK_HOME=/design/flow/orfs finish
==> ds_physical_params.txt <==
Table: implementation figures

Parameter                              Value

Outcome
  Outcome    complete, no violations

Pwr
  Leakage    1.31 nW
  Share of power burned in combinational logic    0.9%
  Total power density per cell area    231 nW/µm²
  Share of total power in sequential cells    54.2%
  Clock power share    44.9%
  Cell-internal power    0.644 mW
  IR Drop Worst-Case VDD    roughly 0.17 mV
  Power spent charging and discharging nets    0.145 mW
  Fraction of power spent switching nets    between 10% and 20%
  Total power of the final layout    0.788 mW

Detailed routing
  Routed length on met1    1820 µm
  Total Wirelength    3630 µm
  DRC violation count after routing    0
  Initial detailed-routing violation count    16
  Pre-Repair DR Iteration Count    3
  Antenna diode instance count    0
  Antenna viol nets, final    0
  Highest Signal Layer    met4
  WL per Instance    between 9 and 10 µm
  Routed via count    between 1500 and 2000
  Metal2 WL    1660 µm
  Via density    4.55
  Total met3 wirelength after detailed routing    93 µm

STA
  Endpoints left unconstrained    around 84
  Final Hold Violation Tally    0
  Setup-failing EPs final    0
  Slew @ Worst Pin    roughly 610 ps
  Slew headroom    between 50% and 60%
  Setup repair after global routing missed its margin    false
  Timing-limited maximum frequency    453 MHz
  Post-Route Skew    roughly 3.6 ps
  Minimum clock period after layout    between 2000 and 2500 ps
  Crit share post-route    63.1%
  Final Slew Violations    0
  Number of register pins that no clock reaches    around 43
  Total Neg Setup Slack    0 ps

Clocking
  Post-CTS sizing    0
  Skew-Pair Late Insertion Delay    280 ps
  Cell chosen for the clock root    sky130_fd_sc_hd__clkbuf_8
  TritonCTS buffer count    5
  CTS tree    done
  Depth of the CTS H-tree    2
  Bufs on Longest Clock Path    2
  Hold bufs inserted after CTS    0
  Reg clk slew, reported paths    approximately 70 ps
  Setup fix buffers added after clock tree synthesis    0

Global routing
  Antenna violations before repair    0
  Overall global routing resource usage    10.0%
  Pin count of the biggest net entering global routing    17
  First-pass GRT wire length    6590 µm
  Via count of the first global-routing pass    approximately 1500
  Final global-route overflow total    0

Die
  I/O Pins    11
  Floorplan core density    42.1%
  Die boundary width    90.1 µm
  Number of standard-cell rows in the floorplan    31
  Core box area    7370 µm²
  Vertical die dimension    90.1 µm
  Chip Footprint    between 8000 and 9000 µm²

Placement
  Final Wtd Congestion    0.757
  Total half-perimeter wirelength after legalization and detailed placement    2680 µm
  Standard cell area after detailed placement    around 3300 µm²
  Count of input and output buffers    10

Finish
  Final non-filler cell area    3420 µm²
  Share of the core filled with cells in the final layout    46.4%
  Area growth syn-to-layout    10.1%
  Total area of sequential cells    1960 µm²
  Footprint of the multi-input gates    between 1000 and 1500 µm²
  Layout fillers    approximately 700
  Layout cell share with drive strength beyond 1    roughly 5.6%

Setup path
  Required time worst endpoint    3490 ps
  Critical path type    flop to flop
  Type of destination of the critical path    flop
  Worst Setup Start Kind    flop
  WP data arrival    2200 ps
  Maximum fanout along the worst path    11
  RR Startpoint    u_PS2_decoder.r_clkdiv[2]
  Critical path origin    u_PS2_decoder.r_clkdiv[2]

Synth
  MUX share of area    ~1.4%
  Adder share    3.22%
  Synth Seq Share    63.2%
  Yosys warns    4
  Simple-gate area share of the yosys netlist    between 10% and 20%
  Flops after synth    80
  Yosys Instances    251
  Mapped Area    3110 µm²
  Cell Type Count    33
  Average cell area after synthesis    12.4 µm²
  Post-synthesis chip area from yosys    3110 µm²
  Xor/xnor share of the synthesized area    10.4%
  And-or/or-and share of the synthesized area    1.69%
  Largest combinational cell category by area    simple AND/OR/NAND/NOR gates
  Post-Synthesis Cells    between 200 and 300

Hold path
  Type of the tightest min-delay check    flop to flop
  Hold Startpoint    u_PS2_decoder.r_clkdiv[18]

Flow run
  Warning total across the stage logs    29
  Maxcap violations    0
[placed cells by master (no fill, tap or decap), drive strengths merged]
cell type	instances
xnor2	9
nor2	31
or4	2
nand3	16
a21oi	4
edfxtp	36
and4bb	1
o31ai	1
o21ai	5
clkdlybuf4s50	10
nor4	4
and4	3
or2	1
bufinv	1
clkbuf	6
nand3b	1
nor2b	9
mux2	2
mux2i	2
and3	3
nand4	5
nand2b	1
dfxtp	44
nor3	5
inv	7
and2	9
ha	8
and2b	1
xor2	28
nand2	10
clkinv	1
[kinds of logic after synthesis]
group / count (synthesis)
flip-flops: 80
multiplexers: 4
buffers and inverters: 10
AND-OR/OR-AND: 10
XOR/XNOR: 37
AND/OR/NAND/NOR: 102
adder cells (fa/ha/maj): 8
[cell type report]
class / count / share of cell area, %
clock buffers: 6 / 2.12
clock inverters: 2 / 1.13
inverters: 7 / 0.769
multi-input cells: 161 / 32.0
flip-flops and latches: 80 / 57.4
well taps: 99 / 3.62
repair buffers: 10 / 2.93
[Yosys cell counts]
| cell | n | area (µm²) |
|---|---|---|
| sky130_fd_sc_hd__a21oi_1 | 4 | 20.0 |
| sky130_fd_sc_hd__and2_1 | 9 | 56.3 |
| sky130_fd_sc_hd__and2b_1 | 1 | 7.51 |
| sky130_fd_sc_hd__and3_1 | 3 | 18.8 |
| sky130_fd_sc_hd__and4_1 | 2 | 17.5 |
| sky130_fd_sc_hd__and4_4 | 1 | 11.3 |
| sky130_fd_sc_hd__and4bb_2 | 1 | 12.5 |
| sky130_fd_sc_hd__buf_4 | 1 | 7.51 |
| sky130_fd_sc_hd__buf_6 | 1 | 11.3 |
| sky130_fd_sc_hd__clkbuf_1 | 1 | 3.75 |
| sky130_fd_sc_hd__dfxtp_1 | 44 | 881 |
| sky130_fd_sc_hd__edfxtp_1 | 36 | 1080 |
| sky130_fd_sc_hd__ha_1 | 8 | 100 |
| sky130_fd_sc_hd__inv_1 | 7 | 26.3 |
| sky130_fd_sc_hd__mux2_2 | 2 | 22.5 |
| sky130_fd_sc_hd__mux2i_1 | 2 | 20.0 |
| sky130_fd_sc_hd__nand2_1 | 10 | 37.5 |
| sky130_fd_sc_hd__nand2b_1 | 1 | 6.26 |
| sky130_fd_sc_hd__nand3_1 | 16 | 80.1 |
| sky130_fd_sc_hd__nand3b_1 | 1 | 7.51 |
| sky130_fd_sc_hd__nand4_1 | 3 | 18.8 |
| sky130_fd_sc_hd__nand4_4 | 2 | 42.5 |
| sky130_fd_sc_hd__nor2_1 | 31 | 116 |
| sky130_fd_sc_hd__nor2b_1 | 9 | 56.3 |
| sky130_fd_sc_hd__nor3_1 | 5 | 25.0 |
| sky130_fd_sc_hd__nor4_1 | 3 | 18.8 |
| sky130_fd_sc_hd__nor4_4 | 1 | 21.3 |
| sky130_fd_sc_hd__o21ai_0 | 5 | 25.0 |
| sky130_fd_sc_hd__o31ai_1 | 1 | 7.51 |
| sky130_fd_sc_hd__or2_2 | 1 | 6.26 |
| sky130_fd_sc_hd__or4_1 | 2 | 15.0 |
| sky130_fd_sc_hd__xnor2_1 | 9 | 78.8 |
| sky130_fd_sc_hd__xor2_1 | 28 | 245 |
[through the flow]
| step | hold WS (ps) | std cells | setup slack [ps] |
|---|---|---|---|
| 5_1_grt | 494 | 365 | 1100 |
| 6_report | 460 | 365 | 1290 |
| 3_3_place_gp | 449 | 357 | 1320 |
| 3_5_place_dp | 453 | 357 | 1280 |
| 2_1_floorplan | 431 | 251 | 1720 |
| 4_1_cts | 465 | 365 | 1260 |
[power by group through the flow]
stage	registers, mW	clock network, mW	logic (mW)
4_1_cts	0.427	0.369	0.00726
5_1_grt	0.426	0.387	0.00820
6_report	0.427	0.354	0.00709
[final timing paths]
path,endpoint,slack [ps],cells past startpoint
hold reg to reg,u_PS2_decoder.r_clkdiv[18],460,1
setup / recovery,u_PS2_decoder.r_mode[0],1290,4
hold / removal,u_PS2_decoder.r_clkdiv[18],460,1
setup reg to reg,u_PS2_decoder.r_mode[0],1290,4
[per-layer routing]
metal,vias up,global-route usage [%]
met5,-,0
met4,0,2.02
met3,6,1.46
met2,19,15.1
met1,742,16.5
li1,894,-
[flip-flops by register name (all words and copies together), names as in the netlist, 4 cells and up]
signal and count:
u_PS2_decoder.r_clkdiv 20, u_PS2_decoder.r_key 8, u_PS2_interface.r_datacur 8, u_PS2_interface.r_dataprev 8, u_PS2_interface.r_scancode 8, r_led 5
u_PS2_interface.u_debouncer.cnt0 5, u_PS2_interface.u_debouncer.cnt1 5, u_PS2_interface.r_cnt 4
[critical path: stages (launching register included)]
cell,delay (ps)
sky130_fd_sc_hd__dfxtp_1,390
sky130_fd_sc_hd__and4_1,420
sky130_fd_sc_hd__nand4_4,220
sky130_fd_sc_hd__nor4_4,600
sky130_fd_sc_hd__and2_1,280
Power and IR drop assume default switching activity.
